==> flow/design.v <==
module ALU (A, B, sel, Cin, Y, Zero);
	input [32 - 1 : 0] A, B;
	input [3 : 0] sel;
	input Cin;
	output reg[32 - 1 : 0] Y;
	output reg Zero;
	wire out_add,out_or,out_not,out_xor,out_xnor,out_nor;
	wire[32-1:0] out_dec;
	wire[5-1:0]  out_arb;
	AND  a1(.a(A[0]),.b(B[0]),.c(out_add));
	OR   a2(.a(A[0]),.b(B[0]),.c(out_or));
	NOT  a3(.a(A[0]),.b(out_not));
	XOR  a4(.a(A[0]),.b(B[0]),.c(out_xor));
	XNOR a5(.a(A[0]),.b(B[0]),.c(out_xnor));
	NOR  a6(.a(A[0]),.b(B[0]),.c(out_nor));
	Decoder a7(.a(A[5-1:0]),.b(out_dec[32-1:0]));
	Arbiter a8(.r(A[5-1:0]),.g(out_arb[5-1:0]));
	always@(*)begin
		case(sel)
			4'b0000:begin
				Y = {31'b0,out_add};
				if(out_add == 0)
					Zero = 1;
				else
					Zero = 0;
			end
			4'b0001:begin
				Y = {31'b0,out_or};
				if(out_or == 0)
					Zero = 1;
				else
					Zero = 0;
			end
			4'b0010:begin
				Y = {31'b0,out_not};
                if(out_not == 0)
                    Zero = 1;
                else
                    Zero = 0;
			end
			4'b0011:begin
				Y = {31'b0,out_xor};
                if(out_xor == 0)
                    Zero = 1;
                else
                    Zero = 0;
			end
			4'b0100:begin
				Y = {31'b0,out_xnor};
                if(out_xnor == 0)
                    Zero = 1;
                else
                    Zero = 0;
			end
			4'b0101:begin
				Y = {31'b0,out_nor};
                if(out_nor == 0)
                    Zero = 1;
                else
                    Zero = 0;
			end
			4'b0110:begin
				Y = A + B + Cin;
				if(Y == 0)
					Zero = 1;
				else
					Zero = 0;
			end
			4'b0111:begin
				Y = A - B;
				if(Y == 0)
					Zero = 1;
				else
					Zero = 0;
			end
			4'b1000:begin
				if(A > B)
					Y = A - B;
				else
					Y = B - A;
				if(Y == 0)
					Zero = 1;
				else
					Zero = 0;
			end
			4'b1001:begin
				Y = A[15:0]*B[15:0];
				if(Y == 0)
					Zero = 1;
				else
					Zero = 0;
			end
			4'b1010:begin
				Y = A << 1'b1;
				if(Y == 0)
					Zero = 1;
				else
					Zero = 0;
			end
			4'b1011:begin
				Y = $signed(A) <<< 1'b1;
				if(Y == 0)
					Zero = 1;
				else
					Zero = 0;
			end
			4'b1100:begin
				Y = A >> 1'b1;
				if(Y == 0)
					Zero = 1;
				else
					Zero = 0;
			end
			4'b1101:begin
				Y = $signed(A) >>> 1'b1;
				if(Y == 0)
					Zero = 1;
				else
					Zero = 0;
			end
			4'b1110:begin
				Y = out_dec;
				Zero = 1'b0;
			end
			4'b1111:begin
				Y = out_arb;
				Zero = 1'b0;
			end
		endcase
	end
endmodule 
module Arbiter(r, g);  
	input [5 - 1 : 0] r;
	output[5 - 1 : 0] g;
	reg [5 - 1 : 0] g;
	always@(*)begin
		casex(r)
			5'b00000: g = 5'b00000; 
			5'bxxxx1: g = 5'b00001; 
			5'bxxx10: g = 5'b00010; 
			5'bxx100: g = 5'b00100; 
			5'bx1000: g = 5'b01000;  
			5'b10000: g = 5'b10000; 
			 default: g = 5'hx;
		endcase
	end
endmodule
module Decoder(a, b);  
	input [5 - 1 : 0] a;
	output[32- 1 : 0] b;
	wire[32 - 1 : 0]b = 1 << a;
endmodule
module AND (a, b, c);
	input  a, b;
	output c;
	wire and1;
	nand nand_to_and1(and1,a,b);
	nand nand_to_and2(c,and1,and1);
endmodule
module OR (a, b, c);
	input  a, b;
	output c;
	wire or1,or2;
	nand nand_to_or1(or1,a,a);
	nand nand_to_or2(or2,b,b);
	nand nand_to_or3(c,or1,or2);
endmodule
module NOT (a, b);
	input  a;
	output b;
	nand nand_to_not(b,a,a);
endmodule
module NOR (a, b, c);
	input  a, b;
	output c;
	wire nor1,nor2,nor3;
	nand nand_to_nor1(nor1,a,a);
	nand nand_to_nor2(nor2,b,b);
	nand nand_to_nor3(nor3,nor1,nor2);
	nand nand_to_nor4(c,nor3,nor3);
endmodule
module XNOR (a, b, c);
	input  a, b;
	output c;
	wire xnor1,xnor2,xnor3,xnor4;
	nand nand_to_xnor1(xnor1,a,b);
	nand nand_to_xnor2(xnor2,xnor1,a);
	nand nand_to_xnor3(xnor3,xnor1,b);
	nand nand_to_xnor4(xnor4,xnor3,xnor2);
	nand nand_to_xnor5(c,xnor4,xnor4);
endmodule
module XOR (a, b, c);
	input  a, b;
	output c;
	wire xor1,xor2,xor3;
	nand nand_to_xor1(xor1,a,b);
	nand nand_to_xor2(xor2,xor1,a);
	nand nand_to_xor3(xor3,xor1,b);
	nand nand_to_xor4(c,xor3,xor2);
endmodule
==> flow/run.sh <==
#!/bin/bash
# OpenROAD 26Q1-2900-gdf79404cd8, Yosys 0.63+post, stock flow scripts
make -C /OpenROAD-flow-scripts/flow DESIGN_CONFIG=/design/flow/config.mk WORK_HOME=/design/flow/orfs finish
==> flow/config.mk <==
export PLATFORM = sky130hd
export DESIGN_NAME = ALU
export DESIGN_NICKNAME = ALU
export VERILOG_FILES = /design/flow/design.v
export SDC_FILE = /design/flow/constraint.sdc
export NUM_CORES = 4
export LEC_CHECK = 1
export CORE_UTILIZATION = 40
==> flow/constraint.sdc <==
current_design ALU

set clk_period 23.4
set clk_io_pct 0.2

create_clock -name clk0 -period $clk_period

set non_clock_inputs [all_inputs -no_clocks]
set_input_delay [expr $clk_period * $clk_io_pct] -clock clk0 $non_clock_inputs
set_output_delay [expr $clk_period * $clk_io_pct] -clock clk0 [all_outputs]
==> impl_metrics.ini <==
; physical design summary
[status]
status = finished clean

[timing]
tightestPinTransition_ns = 1.025
fin_crit_ns = 17.50
rsz0062_at_grt = false
setup-tns-final_ns = 0
finalHoldViolCount = 0
worst_slack_ns = 5.902
relSlewSlack_pct = 30.96
setup_viol = 0
slew_viol_final = 0
fmax_mhz = 57.15
post-route-period-util_pct = 74.78

[floorplanning]
num_rows = 73
die_area_um2 = 41960
pin_count = 102
coreArea_um2 = 40190
die_y_um = 204.8
fp-utilization_pct = 40.95
die_w_um = 204.8

[layout]
areaGrowthSynthToFinish_pct = 9.071
layout-drive-gt1-share_pct = 4.041
regArea_um2 = 0
fin_area_um2 = 17950
seq_cells = 0
clock_buffers = 0

[global_route]
grt_pass1_wl_mm = 110.4
first_global_vias = 16765
grt_start_max_net_pins = 43
antenna_found_initial = 2
grt-ovfl-total = 0
grt_usage_pct = 37.38

[cts]
cts_hold_buffers = 0
post_cts_resized = 0
post_cts_buffers = 0

[detailed_routing]
antenna_left = 0
vias = 16930
wl_per_cell_um = 26.80
drc = 0
routed_wl_mm = 74.45
drt_pass1_iterations = 8
first_iter_violations = 1864
vias_per_cell = 6.094

[logic_synthesis]
ys_cells = 2227
synth_area_per_cell_um2 = 7.389
synth_seq_share_pct = 0
syn_area_um2 = 16460
ys_top_cells_by_count = 328 x inv_1, 236 x nand2_1, 220 x nor2_1
yosys.area.top_type = fa_1
yosys_area_um2 = 16460
ys_types = 93
synth_cells = 2227
topCellsByArea = fa_1 24%, ha_1 15%, inv_1 7.5%
most_common_cell = inv_1
yosysWarnings = 2
top_cell_area_share_pct = 24.09

[run]
max_cap_violations = 0
warning_count = 95

[power]
power_switching_mw = 1.588
p_per_area_nw_per_um2 = 137.1
finalPower_mw = 2.461
peakVddDrop_mv = 0.1637
swShare_pct = 64.53
leakage_nw = 8.328
p_int_uw = 873.1

[min_path]
hp-start = A[2]
holdCritPathClass = in -> out

[placed_design]
dp_hpwl_mm = 61.71
pre_cts_slack_ns = 6.096
io_buffers = 102
dpl-instance-area_um2 = 17950
gp_congestion = 1.065

[worst_setup_path]
path_class = in -> out
arrival_ns = 12.82
crit_start = A[3]
critPathCaptureType = output port
crit_required_ns = 18.72
crit_fanout = 14
startpoint_type = primary input
==> layer usage <==
layer / global-route usage, % / share of wire [%]
met1: 56.61 / 44
met5: 0 / 0.015
met2: 53.11 / 41
met3: 11.20 / 12
met4: 8.742 / 3.1
==> cells in the final DEF (no fill, tap or decap), types with 23 or more instances in the layout <==
master           count
nor2_1             219
a21oi_1            155
a21o_1              40
ha_1               199
nor3_1              36
xnor2_1             87
o21ai_0             98
nand2_1            236
a211oi_1            26
o31ai_1             23
nand3_1             33
buf_4               40
nand4_1             24
clkdlybuf4s50_1    102
nor4_1              25
fa_1               198
inv_1              328
==> power groups by stage <==
stage	Sequential [mW]	Combinational (mW)	Clock (mW)
after CTS	0	2.40	0
after global routing	0	2.70	0
==> final timing paths <==
kind / endpoint / slack (ns) / cells past startpoint
max: Zero / 5.90 / 27
min: Y[2] / 10.69 / 5
==> cells by family after synthesis <==
family,count (synthesis),share of synthesized area (%)
muxes,26,1.619
AOI/OAI and AO/OA,558,23.43
adders and majority gates,397,39.22
xor gates and xnor gates,107,5.695
and+or+nand+nor,683,19.24
buffers and inverters,456,10.80
==> metrics by stage <==
| stage | utilization (%) | hold slack, ns | instances |
|---|---|---|---|
| after global routing | 44.65 | 10.76 | 2777 |
| after floorplan | - | 9.446 | 2227 |
| after detailed placement | 44.65 | 10.67 | 2777 |
| after global placement | 44.65 | 10.67 | 2777 |
| after CTS | 44.65 | 10.69 | 2777 |
| final | 44.66 | 10.69 | 2778 |
==> cell type report <==
cell class,instances,area (um2)
Antenna cell,1,2.502
Fill cell,4079,22240
Inverter,339,1272
Multi-Input combinational cell,1771,14700
Tap cell,525,656.9
Timing Repair Buffer,142,1321
==> critical path: stages <==
cell and delay, ns:
clkdlybuf4s50_1 0.39, buf_4 0.22, inv_1 0.62, nor2_1 0.13
fa_1 0.51, inv_1 0.05, fa_1 0.39, fa_1 0.44
fa_1 0.48, inv_1 0.05, fa_1 0.54, inv_1 0.05
fa_1 0.47, inv_1 0.04, ha_1 0.33, a21o_1 0.21
a221o_1 0.34, a211o_1 0.33, a31oi_1 0.17, buf_4 0.21
o211ai_1 0.18, a41oi_1 0.32, xor2_1 0.50, and4b_1 0.36
a41oi_1 0.16, nand3_1 0.15, clkdlybuf4s50_1 0.47
No activity file was given, so power comes from the tool's default toggle rates.

File: config.mk
export PLATFORM = sky130hd
export DESIGN_NAME = queue
export DESIGN_NICKNAME = queue
export VERILOG_FILES = /design/flow/design.v
export SDC_FILE = /design/flow/constraint.sdc
export NUM_CORES = 4
export LEC_CHECK = 1
export CORE_AREA = 10 10 70 70
export DIE_AREA = 0 0 80 80
File: constraint.sdc
current_design queue

set clk_period 2.6
set clk_io_pct 0.2

create_clock -name clk0 -period $clk_period [get_ports {clk}]

set non_clock_inputs [all_inputs -no_clocks]
set_input_delay [expr $clk_period * $clk_io_pct] -clock clk0 $non_clock_inputs
set_output_delay [expr $clk_period * $clk_io_pct] -clock clk0 [all_outputs]
File: design.v
module queue(clk,reset,go,cmd,r_num,ready,w_en,r_en,full,almost_full,empty,almost_empty,error,w_num,addr);
	input clk,reset,go;
	input [17:0]cmd;
	input [15:0]r_num;
	output ready;
	output w_en,r_en;
	output full,almost_full,empty,almost_empty,error;
	output [15:0]w_num;
	output [4:0]addr;
	reg state,next_state;
	reg QAction,next_QAction;
	reg pop_counter,next_pop_counter;
	reg [15:0]r_value,w_value,next_w_value;
	reg [4:0]position,next_position;
	reg handling;
	always@(posedge clk or posedge reset)begin
		if (reset == 1'b1)begin
			state       <= 3'b100;
			QAction     <= 2'b11;
			r_value     <= 16'd0;
			w_value     <= 16'd0;
			position    <= 5'd0;
			pop_counter <= 5'd0;
			handling    <= 1'd0;
		end
		else begin
			state       <= next_state;
			QAction     <= next_QAction;
			position    <= next_position;
			pop_counter <= next_pop_counter;
			w_value     <= next_w_value;
		end
	end
	always@(ready)begin
		next_state = state;
		case(state)
			3'b100:begin
				next_state = (go == 1'b1)? 3'b101: 3'b100;
			end
			3'b101:begin
				next_QAction = QAction;
				case(QAction)
					2'b00:begin
						if(cmd[17:16] == 2'b00)begin
							next_QAction = 2'b00;
							handling = 1'b1;
						end
						else if(cmd[17:16] == 2'b01)begin
							next_QAction = 2'b01;
							handling = 1'b1;
						end
						else if(cmd[17:16] == 2'b10)begin
							next_QAction = 2'b10;
							handling = 1'b1;
						end
						else if(cmd[17:16] == 2'b11)begin
							next_QAction =2'b11;
							handling = 1'b0;
                            next_state = 3'b100;
						end
					end
			    	2'b01:begin
						if(cmd[17:16] == 2'b00)begin
                             next_QAction = 2'b00;
                             handling = 1'b1;
                         end
                         else if(cmd[17:16] == 2'b01)begin
                             next_QAction = 2'b01;
                             handling = 1'b1;
                         end
                         else if(cmd[17:16] == 2'b10)begin
                             next_QAction = 2'b10;
                         	 handling = 1'b1;
                         end
                         else if(cmd[17:16] == 2'b11)begin
                             next_QAction =2'b11;
                             handling = 1'b0;
                             next_state = 3'b100;
                         end
					end
					2'b10:begin
						if(cmd[17:16] == 2'b00)begin
                             next_QAction = 2'b00;
                             handling = 1'b1;
                         end
                         else if(cmd[17:16] == 2'b01)begin
                             next_QAction = 2'b01;
                             handling = 1'b1;
                         end
                         else if(cmd[17:16] == 2'b10)begin
                             next_QAction = 2'b10;
                             handling = 1'b1;
                         end
                         else if(cmd[17:16] == 2'b11)begin
                             next_QAction =2'b11;
                             handling = 1'b0;
                             next_state = 3'b100;
                         end
                     end
					2'b11:begin
						if(cmd[17:16] == 2'b00)begin
                             next_QAction = 2'b00;
                             handling = 1'b1;
                         end
                        else if(cmd[17:16] == 2'b01)begin
                             next_QAction = 2'b01;
                             handling = 1'b1;
                         end
                         else if(cmd[17:16] == 2'b10)begin
                             next_QAction = 2'b10;
                             handling = 1'b1;
                         end
                         else if(cmd[17:16] == 2'b11)begin
                             next_QAction =2'b11;
                             handling = 1'b0;
                             next_state = 3'b100;
                         end
                     end
				endcase
			end
		endcase
	end
	always@(negedge clk)begin
		if(QAction == 2'b00)begin
			next_w_value = cmd[15:0];
			next_position = position + 5'd1;
		end
		else if(QAction == 2'b01)begin
			r_value = r_num;
			next_position = position - 5'd1;
			next_pop_counter = pop_counter +5'd1;
		end
		else if(QAction == 2'b10)begin
			next_position = position + 5'd1;
			w_value = r_value;
		end
		else if(QAction == 2'b11)begin
		end
	end
	assign ready = (handling == 1'b0)?			  	   		   1'b1:1'b0;
	assign w_en  = ((cmd[17:16] == 2'b00)||
					(cmd[17:16] == 2'b10))? 			   1'b1:1'b0;
	assign r_en  =  (cmd[17:16] == 2'b01)?  					   1'b1:1'b0;
	assign full  = (position == 5'd31)?					       1:0;
	assign almost_full = (position == 5'd30)?			       1:0;
	assign empty = (position == 5'd0)?					  	   1:0;
	assign almost_empty = (position == 5'd1)?			  	   1:0;
	assign error = ((position == 5'd31 && cmd[17:16] == 2'b00) 		 ||
				    (position == 5'd0  && cmd[17:16] == 2'b01) 		 ||
					(pop_counter == 5'd0 && cmd[17:16] == 2'b10)||
					(position == 5'd31 && cmd[17:16] == 2'b10))? 1'b1:1'b0;
	assign w_num = w_value;
	assign addr  = position;
endmodule
File: run.sh
#!/bin/bash
# OpenROAD 26Q1-2900-gdf79404cd8, Yosys 0.63+post, stock flow scripts
make -C /OpenROAD-flow-scripts/flow DESIGN_CONFIG=/design/flow/config.mk WORK_HOME=/design/flow/orfs finish
==> out/results.ini <==
[route]
wl_met1_um = 444
wl_met3_um = 213
wl_per_cell_um = 9.31
drc = 0
drt_iter0_markers = 21
ant_nets = 0
wirelength_um = 1160
num_vias = 371
vias_per_cell = 2.99
wl_met2_um = 498
routed.top_layer = met3
dr.pass1.iters = 2
num_antenna_cells = 0

[clock_tree]
cts_tree = done
cts_buffers = 3
cts_buffer_depth = 2
cts_resized = 0
post_cts_buffers = 0
cts_sinks = 12
clkTransAtPathRegs_ps = 70
cts_hold_buf = 0
clk-insertion-delay-late_ps = 320
cts-root-buf = clkbuf_4
ctsHtreeMaxLevel = 1

[critical_path]
critPathKind = input pin to primary output
crit_arrival_ps = 1830
worstRegToRegCells = 4
crit_required_ps = 2080
path_max_fanout = 2
end_kind = primary output
startpoint_type = input pin

[placement]
place_area_um2 = 732
port_buffers = 15
place_congestion = 0.745
hpwl_um = 1020

[final_timing]
finalCritPeriodShare = 0.902
period_minus_slack_ps = 2350
fmaxAchievable_ghz = 0.426
rsz0062_at_grt = false
finalMaxSlewViolations = 0
setup_viol = 0
setup_tns_ps = 0
skew_ps = 57.2
hold_viol_final = 0

[finish]
final_cell_mix = conb_1, clkdlybuf4s50_1, inv_1, dfxtp_1, dfrtp_1
lay_top_count = conb_1
fillers = 378
stdcell_area_um2 = 773
drive_gt1_frac = 0.0897
syn2layout_area_growth_pct = 29.8
area.combinational_um2 = 228
final_core_util = 0.226
regArea_um2 = 270

[floorplanning]
core_mm2 = 0.00342
fp_util = 0.174
io_pins = 66
row_count = 21
die_x_um = 80
fp.dieH_um = 80
die_area_mm2 = 0.00640

[run]
warning_count = 68
cap_violations = 0

[grt]
grt_max_degree = 8
antenna_found_initial = 0
grt_pass1_wl_um = 1830
grt.overflow.total = 0
grt_usage = 0.0366
grt_pass1_vias = 386

[logic_synthesis]
netlist-cell-type-count = 16
ys_cells = 57
netlist_area_um2 = 596
area_leaders = dfrtp_1, buf_4, dfxtp_1, ha_1, inv_1
ys_seq_frac = 0.454
largest_area_cell = dfrtp_1
ys_chip_area_um2 = 596
synthCells = 57
synth_flops = 12
ys_warn_count = 34
yosysTopAreaCellShare = 0.252
synth_area_per_cell_um2 = 10.4

[power_and_ir_drop]
power.density_mw_per_mm2 = 438
p_leak_nw = 0.374
ir_worst_vdd_mv = 0.113

[run_status]
outcome = complete, no violations

[min_path]
hp-class = input pin to async pin

==> synthesized netlist by cell type <==
cell type and number:
buf_4 17, inv_1 7, dfrtp_1 6, dfxtp_1 6
ha_1 5, and2_2 2, conb_1 2, nor2_1 2
nor3_1 2, xor2_1 2, a21oi_1 1, and4_1 1
and4_2 1, nand2_1 1, o2bb2ai_2 1, xnor2_1 1
==> logic make-up (layout without fill, tap and decap cells) <==
logic type | Yosys count | after routing | share of synthesized area
buf+inv | 24 | 30 | 0.258
xor+xnor | 3 | 3 | 0.0441
simple gates | 9 | 9 | 0.0924
fa+ha+maj | 5 | 5 | 0.105
compound gates | 2 | 2 | 0.0336
flops | 12 | 12 | 0.454
other cells | 2 | 17 | 0.0126
==> stage by stage <==
step / total power, mW / hold WS, ps / std cells / worst slack, ps
floorplan: 0.227 / 311 / 72 / 340
global placement: 0.223 / 757 / 116 / 230
detailed placement: 0.222 / 763 / 116 / 217
CTS: 0.346 / 472 / 124 / 224
global route: 0.365 / 466 / 124 / 149
finish: 0.339 / 470 / 124 / 254
==> path summary, 6_finish.rpt <==
check                                                 to  slack (ps)             startpoint
worst max register to register  next_position[4]$_DFF_N_         270  position[0]$_DFF_PP0_
max in group asynchronous          position[4]$_DFF_PP0_        1940                  reset
worst min-delay path               position[2]$_DFF_PP0_         470                  reset
worst max-delay path                               error         250                cmd[16]
min in group clk0                                addr[4]        1640  position[4]$_DFF_PP0_
worst min register to register  next_pop_counter$_DFF_N_        1660  pop_counter$_DFF_PP0_
==> report_power, final <==
group	internal, mW	switching [mW]
registers	0.186	0
logic	0.00886	0.00636
clock network	0.0656	0.0719
total	0.261	0.0782
==> critical path, stage by stage <==
cell             delay (ps)
clkdlybuf4s50_1         500
inv_1                    70
nor2_1                  150
o2bb2ai_2               110
clkdlybuf4s50_1         480
==> metal layers <==
metal | vias to the layer above | track usage
li1 | 184 | -
met1 | 167 | 0.0387
met2 | 20 | 0.0538
met3 | 0 | 0.0352
met4 | 0 | 0.00352
met5 | - | 0
==> flip-flops by register name, indices dropped and copies added, names as in the netlist <==
signal            flops
next_position         5
pop_counter           1
position              5
next_pop_counter      1
==> area by class of cell <==
class	instances	share of cell area
sequential	12	0.350
multi-input combinational	36	0.294
timing repair buffer	15	0.194
tap	46	0.0744
clock buffer	3	0.0291
clock inverter	6	0.0291
inverter	6	0.0291
Power figures rest on the tool's default switching activity, not on a simulated workload.

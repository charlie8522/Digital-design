--- config.mk ---
export PLATFORM = sky130hd
export DESIGN_NAME = TBT
export DESIGN_NICKNAME = TBT
export VERILOG_FILES = /design/flow/design.v
export SDC_FILE = /design/flow/constraint.sdc
export NUM_CORES = 4
export LEC_CHECK = 1
export CORE_UTILIZATION = 40
--- constraint.sdc ---
current_design TBT

set clk_period 5.9
set clk_io_pct 0.2

create_clock -name clk0 -period $clk_period [get_ports {clk}]

set non_clock_inputs [all_inputs -no_clocks]
set_input_delay [expr $clk_period * $clk_io_pct] -clock clk0 $non_clock_inputs
set_output_delay [expr $clk_period * $clk_io_pct] -clock clk0 [all_outputs]
--- design.v ---
module adderSubtractor(a, b, cin, cout, sum) ;
    parameter n = 5;
    input [n - 1 : 0] a, b;
    input cin;
    output [n - 1 : 0] sum;
    output cout;
	wire [n - 1 : 0] p = a ^ b;
	wire [n - 1 : 0] g = a & b;
	wire [n - 1 : 0] c = {g | (p & c[n - 1 : 0]) , cin};
    wire [n - 1 : 0] sum = p ^ c[n - 1 : 0];
    wire cout = c[n];
endmodule
module TBT(clk, rst, start, data, en, addr, fin, result);
    input clk, rst, start;
    input [4 : 0] data;
    output en, fin;
    output [4 : 0] addr, result;
	reg state,next_state;
	reg [31 : 0] num,next_num;
	reg [31 : 0] length,next_length;
	reg [4 : 0]  ans,next_ans;
	wire [4 : 0]  block [8 : 0];
	reg  [3 : 0] current,next;
	assign block[0] = $signed(5'b11110);
	assign block[1] = $signed(5'b11111);
	assign block[2] = $signed(5'b00010);
	assign block[3] = $signed(5'b11111);
	assign block[4] = $signed(5'b00000);
	assign block[5] = $signed(5'b00001);
	assign block[6] = $signed(5'b00010);
	assign block[7] = $signed(5'b00001);
	assign block[8] = $signed(5'b11110);
	always@(posedge rst or posedge clk)begin
		if(rst == 1'b1)begin
			state   <= 1'd0;
			num     <= 5'd31;
			length  <= 5'd0;
			ans     <= 5'd0;
			current <= 4'd4;
		end
		else begin
			state   <= next_state;
			num     <= next_num;
			length  <= next_length;
			ans     <= next_ans;
			current <= next;
		end
	end
	always@(negedge clk)begin
        next_num    = num + 5'd1;
        next_length = length;
        next_ans    = ans;
		next        = current;
        next_state  = state;
        case(state)
            1'd0:begin
                next_state  = (start == 1'b1)? 1'd1 : 1'd0;
                next_num    = (start == 1'b1)? 5'd0 : 5'd31;
                next_length = (start == 1'b1)? data : length;
				next        =  4'd4;
            end
            1'd1:begin
				case(data)
					5'd2:begin
                     	next = current - 4'd3;
						next_ans = ans+ block[next];
                     end
                     5'd4:begin
                     	next = current + 4'd3;
                     	next_ans = (num < length)? ans + block[next] : ans;
                     end
                     5'd3:begin
                     	next = current - 4'd1;
                     	next_ans = (num < length)? ans + block[next] : ans;
                     end
                     5'd1:begin
                     	next = current + 4'd1;
                     	next_ans = (num < length)? ans + block[next] : ans;
                     end
				endcase
			end
    	endcase
	end
	assign en = 1'b1;
    assign addr = num;
    assign fin = (start == 1'b1 && num == length)? 1'b1 : 1'b0;
    assign result = (fin == 1'b1)? ans : 5'd0;
endmodule
--- run.sh ---
#!/bin/bash
# OpenROAD 26Q1-2900-gdf79404cd8, Yosys 0.63+post, stock flow scripts
make -C /OpenROAD-flow-scripts/flow DESIGN_CONFIG=/design/flow/config.mk WORK_HOME=/design/flow/orfs finish
==> deck_impl_summary.md <==
Key Metrics from the Run

Flow run
  – Tool warnings: 108
  – Maxcap violations: 0

Worst setup path
  – Levels on crit path: 15
  – Reg2reg path depth: 15
  – Bufs and invs on worst path: 5
  – CP max-delay cell: or4_4
  – R2R Setup Slk: -0.22 ns
  – Arrival time worst endpoint: 3.48 ns
  – CP Capture Point: next_ans[4]
  – Slowest Stage Delay on Critical Path: 0.55 ns
  – Crit Reg-Reg Startpoint: current[0]
  – CP required: 3.27 ns
  – Cell breakdown of the critical path: inv_4, ha_4, buf_6, nor3_1, buf_4, or4_4, inv_2, fa_2, inv_2, a21o_1, a21oi_2, xnor2_1, mux2_4, a41o_1, a2111o_1
  – CP top delay family: AND-OR/OR-AND gates
  – Max FO, Critical Path: 7
  – CP Launch Point: current[0]
  – Setup crit start kind: flop
  – Most frequent cell on the critical path: inv_2
  – Worst setup path class: flop to flop
  – CP Capture Type: flop
  – Worst r2r dst: next_ans[4]

Global routing
  – Global routing usage on met3: 0.0330
  – Vias in the first global route: 4,798
  – Largest net degree at the start of global routing: 41
  – Grt ovf: 0
  – Global-route wire length before repair: 23,400 µm
  – Gr usage total: 0.182
  – GR Layer Usage met2: 0.274
  – GRT busiest layer: met1
  – Met1 GRT Util: 0.294
  – Initial antenna violation count: 0

Final timing
  – Final slew viol count: 0
  – Pin slew with the least headroom to its limit: 0.755 ns
  – Worst rel slew slack: 0.496
  – # setup viols final: 3
  – Final Hold Violation Tally: 0
  – Setup WS post-layout: -0.219 ns
  – Final Skew: 0.0384 ns
  – RSZ-0062 raised after global routing: true

Logic synthesis
  – Post-synth top area share: 0.258
  – EDFF count, synth: 0
  – Post-synthesis sequential area ratio: 0.507
  – Unique cell types: 62
  – Syn Area/Cell: 10.4 µm²
  – Syn Std Cell Area: 6590 µm²
  – Top area cell types: dfrtp_1 26%, dfxtp_1 22%, ha_1 11%, xnor2_1 4.5%, nor2_1 3.1%
  – Ys flops: 148
  – Synth Warn #: 1
  – Yosys Chip Area: 6590 µm²
  – Cell taking the most area after synthesis: dfrtp_1
  – Yosys cell count: 634
  – Async SR Flop Fraction: 0.500
  – Mapped Cells: 634
  – Commonest flop: dfxtp_1

Status
  – Failing checks: setup timing
  – Status: complete, but fails checks

Route
  – Vias/cell: 4.64
  – Post-DRT Antenna Nets: 0
  – Final wirelength: 13,400 µm
  – First-pass DRT Iterations: 4
  – DR iter-0 viols: 249
  – Ant. Diodes: 0
  – Via count: 4,807
  – Routed WL per cell: 13.0 µm
  – DRC viols: 0

Cells and area
  – Share of cells above drive strength 1: 0.216
  – FILL cells: 1,361
  – Reg area: 3340 µm²
  – Syn-to-layout area delta: 32.0%
  – Gate Area: 3150 µm²

Place
  – DPL Wire Length: 9470 µm
  – Count of input and output buffers: 18
  – RD Place Congestion: 0.871
  – Setup slack at placement: -0.342 ns

Clock tree
  – TritonCTS Buffers: 17
  – CTS tree: built
  – Late-Pin Clk Latency: 0.45 ns
  – Clock tree buffer depth: 2
  – CTS H-tree depth: 4
  – Clock transition at path regs: 0.06 ns
  – # clock sinks: 148
  – Root Driver: clkbuf_16

Floorplan
  – CORE AREA: 16,000 µm²
  – Starting Density: 0.412
  – Core Rows: 46
  – Die height: 130 µm
  – Die W: 130 µm
  – Area of the die: 17,000 µm²
  – Ports: 20

Pwr
  – Reg power frac: 0.282
  – Clock share of power: 0.288
  – Power per Cell Area: 522 nW/µm²
  – Peak VDD IR: 248 µV
  – Switching power: 1.55 mW
  – Switching share of total power: 0.341
  – Int Pwr: 2.99 mW
  – Comb pwr share: 0.430
  – Overall power: 4.54 mW
  – Leakage: 4.26 nW

Hold path
  – Hold Path Class: input port to async pin
[final cells by class]
| class | count | share of cell area |
|---|---|---|
| Clock buffer | 23 | 0.0613 |
| Inverter | 50 | 0.0224 |
| Timing Repair Buffer | 102 | 0.0949 |
| Sequential cell | 148 | 0.384 |
| Multi-Input combinational cell | 413 | 0.362 |
| Tap cell | 216 | 0.0311 |
| Clock inverter | 83 | 0.0439 |
[timing repair]
item | in CTS | in global routing
setup endpoints to repair | 3 | 4
resized | 30 | 10
buffers inserted | 11 | 1
hold buffers | 0 | 0
gates cloned | 0 | 0
pin swaps | 18 | 10
[worst min-delay path by stage]
stage	to	from	cells past startpoint
5_1_grt	ans[1]	rst	2
6_report	ans[1]	rst	2
4_1_cts	ans[1]	rst	2
[cell families after synthesis]
| family | count (synthesis) | share of synthesized area |
|---|---|---|
| AND/OR/NAND/NOR | 194 | 0.150 |
| buffers and inverters | 73 | 0.0469 |
| AND-OR/OR-AND | 107 | 0.107 |
| flip-flops | 148 | 0.507 |
| XOR/XNOR | 47 | 0.0636 |
| other | 1 | 0.000569 |
| adder cells (fa/ha/maj) | 61 | 0.120 |
| multiplexers | 3 | 0.00494 |
[placed cells by master (no fill, tap or decap), types with 4 or more instances in the layout]
| master | synthesis | routed |
|---|---|---|
| dfxtp_1 | 74 | 74 |
| xnor2_1 | 34 | 32 |
| a21oi_1 | 34 | 24 |
| ha_2 | 0 | 5 |
| o22ai_1 | 4 | 4 |
| nor3_1 | 9 | 8 |
| buf_4 | 7 | 80 |
| a21oi_2 | 0 | 10 |
| nor2_1 | 54 | 53 |
| ha_1 | 57 | 45 |
| o21ai_0 | 22 | 21 |
| nand4_1 | 8 | 8 |
| nor4_1 | 4 | 4 |
| dfstp_2 | 6 | 6 |
| clkbuf_16 | 0 | 21 |
| clkdlybuf4s50_1 | 0 | 18 |
| inv_2 | 0 | 5 |
| dfrtp_1 | 68 | 66 |
| buf_6 | 1 | 4 |
| and4_1 | 5 | 5 |
| inv_1 | 51 | 117 |
| and3_1 | 4 | 4 |
| nand2_1 | 38 | 38 |
| a21o_1 | 14 | 14 |
| ha_4 | 0 | 7 |
| a211oi_1 | 5 | 5 |
| xor2_1 | 12 | 12 |
| nand3_1 | 19 | 18 |
| and2_1 | 29 | 29 |
[flip-flops by register name, indices dropped and copies added, names as in the netlist]
register     flops
state            1
length          32
next_length     32
next_num        32
next_state       1
next_ans         5
next             4
num             32
current          4
ans              5
[power by group through the flow]
stage         combinational, mW  clock [mW]  sequential [mW]
finish                     1.95        1.31             1.28
global route               2.17        1.43             1.30
CTS                        1.90        1.33             1.28
[synthesized netlist by cell type, drive strengths merged, types with 2 or more instances]
cell type	number
a211o	3
a211oi	5
a21boi	3
a21o	14
a21oi	34
a221oi	2
and2	30
and3	4
and3b	2
and4	5
buf	8
clkbuf	14
dfrtp	68
dfstp	6
dfxtp	74
fa	4
ha	57
inv	51
mux2	2
nand2	38
nand2b	3
nand3	19
nand3b	2
nand4	9
nor2	55
nor2b	4
nor3	11
nor4	4
o211ai	3
o21ai	23
o22ai	4
o32a	2
or2	2
or3	3
or4	2
xnor2	35
xor2	12
[worst reg2reg max path, cell delays in order (launching register included)]
cell	delay [ns]
dfrtp_2	0.48
inv_4	0.10
ha_4	0.13
buf_6	0.10
nor3_1	0.05
buf_4	0.14
or4_4	0.55
inv_2	0.08
fa_2	0.21
inv_2	0.04
a21o_1	0.15
a21oi_2	0.14
xnor2_1	0.07
mux2_4	0.27
a41o_1	0.21
a2111o_1	0.35
[routing by layer]
| layer | share of wire | vias to the layer above |
|---|---|---|
| li1 | - | 2506 |
| met1 | 0.51 | 2239 |
| met2 | 0.44 | 48 |
| met3 | 0.028 | 14 |
| met4 | 0.013 | 0 |
| met5 | 0 | - |
[per-stage QoR]
stage                     cell area, µm²  TNS (ns)   util  hold slack, ns  std cells
after floorplan                     6650    -0.308      -            1.66        634
after global placement              7530    -0.882  0.470            1.70        918
after detailed placement            7530     -1.04  0.470            1.69        918
after CTS                           8650    -0.320  0.541            1.24       1034
after global routing                8700    -0.950  0.544            1.30       1035
final                               8700    -0.265  0.544            1.22       1035
Power figures rest on the tool's default switching activity, not on a simulated workload.
